--- flow/design.v ---
`timescale 1ns / 1ps
module UPCOUNTER_POSEDGE # (parameter SIZE=16)
(
input wire Clock, Reset,
input wire [SIZE-1:0] Initial,
input wire Enable,
output reg [SIZE-1:0] Q
);
  always @(posedge Clock )
  begin
      if (Reset)
        Q = Initial;
      else
		begin
		if (Enable)
			Q = Q + 1;
		end			
  end
endmodule
module FFD_POSEDGE_SYNCRONOUS_RESET # ( parameter SIZE=8 )
(
	input wire				Clock,
	input wire				Reset,
	input wire				Enable,
	input wire [SIZE-1:0]	D,
	output reg [SIZE-1:0]	Q
);
always @ (posedge Clock) 
begin
	if ( Reset )
		Q <= 0;
	else
	begin	
		if (Enable) 
			Q <= D; 
	end	
end 
endmodule
module RAM_SINGLE_READ_PORT # ( parameter DATA_WIDTH= 16, parameter
ADDR_WIDTH=8, parameter MEM_SIZE=8 )
(
	input wire Clock,
	input wire iWriteEnable,
	input wire[ADDR_WIDTH-1:0] iReadAddress,
	input wire[ADDR_WIDTH-1:0] iWriteAddress,
	input wire[DATA_WIDTH-1:0] iDataIn,
	output reg [DATA_WIDTH-1:0] oDataOut
);
reg [DATA_WIDTH-1:0] Ram [MEM_SIZE:0];
always @(posedge Clock)
	begin
	if (iWriteEnable)
		Ram[iWriteAddress] <= iDataIn;
	oDataOut <= Ram[iReadAddress];
	end
endmodule
module ClockDiv2 
(	
	input wire Reset,
	input wire Clock,
	output reg Clock2
);
always@(posedge Clock)
	begin
	if(Reset)
		Clock2 =0;
	else
		Clock2 = ! Clock2;
	end	
endmodule
module Reseter
(
	input wire Reset,
	input wire Clock,
	output reg newReset
);
reg [1:0] cuente;
reg [3:0] cuente2;
always@(posedge Clock)
	begin
		if(Reset)
		begin
			cuente <=0;
			newReset <=0;
			cuente2 <=0;
		end
		else if(cuente2 == 15)
		begin	
			newReset<=0;
			cuente <= cuente;
			cuente2 <= cuente2;
		end
		else if(cuente == 3)
		begin
			newReset <= 1;
			cuente2<= cuente2+1;
			cuente <= cuente;
		end
		else
		begin
			cuente <= cuente +1;
			newReset<=0;
			cuente2 <=0;
		end	
	end
endmodule
--- flow/run.sh ---
#!/bin/bash
# OpenROAD 26Q1-2900-gdf79404cd8, Yosys 0.63+post, stock flow scripts
make -C /OpenROAD-flow-scripts/flow DESIGN_CONFIG=/design/flow/config.mk WORK_HOME=/design/flow/orfs finish
--- flow/config.mk ---
export PLATFORM = sky130hd
export DESIGN_NAME = FFD_POSEDGE_SYNCRONOUS_RESET
export DESIGN_NICKNAME = FFD_POSEDGE_SYNCRONOUS_RESET
export VERILOG_FILES = /design/flow/design.v
export SDC_FILE = /design/flow/constraint.sdc
export NUM_CORES = 4
export LEC_CHECK = 1
export CORE_AREA = 10 10 70 70
export DIE_AREA = 0 0 80 80
--- flow/constraint.sdc ---
current_design FFD_POSEDGE_SYNCRONOUS_RESET

set clk_period 1.0
set clk_io_pct 0.2

create_clock -name clk0 -period $clk_period [get_ports {Clock}]

set non_clock_inputs [all_inputs -no_clocks]
set_input_delay [expr $clk_period * $clk_io_pct] -clock clk0 $non_clock_inputs
set_output_delay [expr $clk_period * $clk_io_pct] -clock clk0 [all_outputs]
==> flow_metrics.tcl <==
# implementation run metrics
set metrics [dict create \
    antenna_left 0 \
    grt_pass1_wl_um 1221 \
    warnings 25 \
    die_h_um 80 \
    hp-class "input pin to flip-flop" \
    gp_congestion 0.7296 \
    cp_num_buf_inv 1 \
    peakVddDrop_mv 0.4859 \
    p_int_mw 0.5627 \
    ctsResizeCount 23 \
    top_area_share_pct 56.14 \
    p_leak_nw 0.2416 \
    ys_seq_elements 8 \
    fmax_mhz 1061 \
    largest_reg_flops 8 \
    fin_cells 93 \
    htree_levels 1 \
    synth_cells 26 \
    switchingPower_mw 0.1400 \
    swShare_pct 19.92 \
    hp-start "Enable" \
    cts-root-buf "clkbuf_4" \
    initCoreUtil_pct 8.352 \
    hold_buffers 0 \
    hold_violations 0 \
    min_path_cells 4 \
    top_area_cell "dfxtp_1" \
    die_w_um 80 \
    p_clk_share_pct 33.2 \
    worst-path-stages 1 \
    simple_gate_area_share_pct 10.53 \
    slowest_stage "dfxtp_2" \
    cp_max_fo 2 \
    mux_share_pct 28.07 \
    grt_use_total_pct 2.604 \
    seq_power_share_pct 50.1 \
    reg2reg_slack_ps 280 \
    first_global_vias 252 \
    areaGrowthSynthToFinish_pct 99.56 \
    avgViaCountPerCell 2.731 \
    top_logic_kind "multiplexers" \
    area_leaders "dfxtp_1 (56%), mux2i_1 (28%), nor2_1 (11%), buf_6 (3.9%), buf_1 (1.3%)" \
    antennaDiodeCount 0 \
    clk_latency_ps 250 \
    tightest_slew_ps 287.8 \
    p_per_area_nw_per_um2 1234 \
    synth-compound-area-share_pct 0 \
    cts_tree "done" \
    fin_ws_ps 57.20 \
    regToRegStartpoint "Q[0]" \
    crit_type "flip-flop to output port" \
    place_ws_ps -223.8 \
    required_ps 800 \
    r2r_cells 3 \
    status "finished clean" \
    syn_area_per_cell_um2 10.97 \
    portBuffers 18 \
    fin_skew_ps 0 \
    numCtsBuffers 3 \
    placementRows 21 \
    yosysUniqueCellTypes 5 \
    yosys.area_share.adder_pct 0 \
    hold_ws_ps 406.9 \
    num_io_pins 19 \
    n_fill_cell 384 \
    postSynthSeqShare_pct 56.14 \
    yosys_area_um2 285.3 \
    gr-total-overflow 0 \
    hold_path_end "Q[3]" \
    slew_violations 0 \
    p_comb_share_pct 16.8 \
    xor_area_share_pct 0 \
    cap_violations 0 \
    grt_max_degree 9 \
    min_period_over_period_pct 94.28 \
    antenna_found_initial 0 \
    yosysWarningCount 1 \
    clk_path_buf_depth 2 \
    drc 0 \
    endpoint_kind "output port" \
    rr_endpoint "Q[0]" \
    crit_family "flip-flops" \
    clk_pin_slew_ps 50 \
    postCtsSetupRepairBufs 0 \
    layout-drive-gt1-share_pct 31.91 \
    cp_cell_sequence "clkdlybuf4s15_1" \
    top_register "Q" \
    clock_sinks 8 \
    drt_wl_total_um 831 \
    wl_per_cell_um 8.935 \
    worstPathArrival_ps 740 \
    vias 254 \
    core_region_area_um2 3416 \
    dpl.cell_count 90 \
    finalSetupViolCount 0 \
    die-area_um2 6400 \
    ys_cells 26 \
    top_regs "Q (8)" \
    max_stage_delay_ps 320 \
    period_needed_ps 942.8 \
    rsz0062_at_grt "no" \
    slew_headroom_pct 80.75 \
    startpoint_type "flip-flop" \
    syn_area_um2 285.3 \
    dr.pass1.iters 2 \
    drtIter0Drc 2 \
]
[how the worst max path moves through the flow]
stage / start / slack [ps] / end
CTS: Q[7] / 0.9 / Q[7]
global route: Q[5] / 10 / Q[5]
finish: Q[3] / 60 / Q[3]
[cells in the mapped netlist (all sizes together)]
master / count
mux2i: 8
buf: 2
dfxtp: 8
nor2: 8
[cell families (layout without fill, tap and decap cells)]
| group | after synthesis | count (layout) |
|---|---|---|
| and+or+nand+nor | 8 | 8 |
| buffers and inverters | 2 | 23 |
| muxes | 8 | 8 |
| DFF | 8 | 8 |
[stage by stage]
step | utilization, % | setup TNS (ps) | total power [mW] | cell area [µm²]
2_1_floorplan | - | 0 | 0.3885 | 285.3
3_3_place_gp | 15.68 | -1632 | 0.4801 | 535.5
3_5_place_dp | 15.68 | -1724 | 0.4814 | 535.5
4_1_cts | 16.59 | 0 | 0.7180 | 566.8
5_1_grt | 16.67 | 0 | 0.7480 | 569.3
6_report | 16.67 | 0 | 0.7027 | 569.3
[power by group through the flow]
| stage | Clock [mW] | Combinational (mW) | Sequential (mW) |
|---|---|---|---|
| 5_1_grt | 0.266 | 0.128 | 0.354 |
| 4_1_cts | 0.247 | 0.119 | 0.352 |
| 6_report | 0.233 | 0.118 | 0.352 |
[cells in the final DEF, fill, tap and decap left out]
cell             n
clkbuf_2         1
buf_12           1
mux2i_2          1
dfxtp_2          8
mux2i_1          7
dlymetal6s2s_1   1
clkbuf_4         3
clkdlybuf4s50_1  9
nor2_1           8
buf_4            1
clkdlybuf4s15_1  7
[area by class of cell]
type | count | area [µm²] | area share, %
timing repair buffer | 20 | 205.2 | 36.04
tap | 46 | 57.56 | 10.11
multi-input combinational | 16 | 113.9 | 20.00
sequential | 8 | 170.2 | 29.89
clock buffer | 3 | 22.52 | 3.956
[per-layer routing]
metal	vias up	GRT usage (%)	routed length, µm
li1	131	-	-
met1	104	3.093	381
met2	19	2.648	241
met3	0	3.750	208
met4	0	0	0
met5	-	0	0
[tightest hold or removal path: cells and delay by family]
kind	cells	cell delay, ps
buffers and inverters	2	270
and+or+nand+nor	1	70
muxes	1	70
Power figures rest on the tool's default switching activity, not on a simulated workload.
